==> ./design.v <==
`timescale 1ns / 1ps
module div(
    input reset,
    input clk,
    input start,
    output Busy,
    input [31:0] A,
    input [31:0] B,
    output [31:0] HI,
    output [31:0] LO
    );
reg [3:0] count;
reg [31:0] hi;
reg [31:0] lo;
reg [31:0] temp1;
reg [31:0] temp2;
assign HI=(count!=0 || start==1)?0:temp2;
assign LO=(count!=0 || start==1)?0:temp1;
assign Busy=(count!=0)?1:0;
initial begin
count=0;
hi=0;
lo=0;
temp1=0;
temp2=0;
end
always @(*) begin
temp1=A/B;
temp2=A%B;
end
always @(posedge clk or posedge reset) begin
if(reset) begin
count<=0;
temp1<=0;
temp2<=0;
hi<=0;
lo<=0;
end
else begin
	if(start) begin
	count<=10;
	end
	else if(count!=0) begin
	count<=count-1;
	end
	else begin
	hi<=temp2;
	lo<=temp1;
	end
end
end
endmodule
==> ./run.sh <==
#!/bin/bash
# OpenROAD 26Q1-2900-gdf79404cd8, Yosys 0.63+post, stock flow scripts
make -C /OpenROAD-flow-scripts/flow DESIGN_CONFIG=/design/flow/config.mk WORK_HOME=/design/flow/orfs finish
==> ./config.mk <==
export PLATFORM = sky130hd
export DESIGN_NAME = div
export DESIGN_NICKNAME = div
export VERILOG_FILES = /design/flow/design.v
export SDC_FILE = /design/flow/constraint.sdc
export NUM_CORES = 4
export LEC_CHECK = 1
export CORE_AREA = 10 10 70 70
export DIE_AREA = 0 0 80 80
==> ./constraint.sdc <==
current_design div

set clk_period 2.4
set clk_io_pct 0.2

create_clock -name clk0 -period $clk_period [get_ports {clk}]

set non_clock_inputs [all_inputs -no_clocks]
set_input_delay [expr $clk_period * $clk_io_pct] -clock clk0 $non_clock_inputs
set_output_delay [expr $clk_period * $clk_io_pct] -clock clk0 [all_outputs]
==> run summary <==
From the run reports.

- The logic area is 357 um2.
- The port buffer count is 3.
- The count of nets left with antenna violations once routing finished came out at 0.
- The total die area is 0.00640 mm2.
- The final power report lists total power as 0.221 mW.
- The number of search-and-repair iterations in the first detailed-routing pass reads 2.
- The routed wire length per instance is 8.41 um.
- The reg-to-reg setup timing slack reads around 1.1 ns.
- In the final layout, flip-flops and latches occupy 100 um2.
- In this run the horizontal extent of the chip is 80 um.
- The summed instance area of the synthesized netlist is 716 um2.
- The vertical die dimension reads 80 um.
- The post-cts repair resize count is 0.
- Yosys printed 129 warnings.
- The endpoint type of the worst setup path is an output pin.
- The post-place instance area reads ~560 um2.
- STA classifies the critical path startpoint as a register.
- The timing-limited maximum frequency is about 0.46 GHz.
- In the CTS report, the clock slew at the register clock pins of the worst setup and hold paths is listed as about 0.040 ns.
- Buffers inserted during clock tree synthesis total 3.
- The post-layout minimum cycle time reads about 2.2 ns.
- Setup repair after global routing left no endpoint under its margin.
- The critical path class reads register to output pin.
- The violation tally from detailed-route iteration zero reads 6.
- The post-CTS setup-driven buffer insertion count reads 0.
- The worst voltage drop across the vdd grid is 0.0000778 V.
- In this run the core area contains 21 standard-cell rows.
- The remaining design rule violation count reads 0.
- The average size of a mapped cell reads between 8 and 9 um2.
- The largest net degree at the start of global routing reads 6.
- The number of non-filler instances in the completed layout reads 139.
- The worst slack on hold paths is 0.435 ns.
- The post-layout instance area is slightly below 600 um2.
- Counting along the longest clock path gives a buffer depth of 2.
- The endpoint of the worst-slack reg-to-reg timing path is count[0].
- The run finished with clean final reports.
- The aggregate routed wire length is around 1200 um.
- The starting density of the core is 0.210.
- The clock root buffer reads sky130_fd_sc_hd__clkbuf_4.
- The registers reported with the highest flop counts are count x4.
- The sum of net half-perimeters after detailed placement reads 1100 um.
- The post-route core utilization is 0.170.
- The top cell types in the final layout, fill and taps aside, are 64 x sky130_fd_sc_hd__conb_1, 4 x sky130_fd_sc_hd__inv_1, 4 x sky130_fd_sc_hd__dfrtp_1, 3 x sky130_fd_sc_hd__clkbuf_4, 3 x sky130_fd_sc_hd__clkdlybuf4s50_1.
- The max capacitance violation total reads 0.
- The number of pins with negative max-slew slack in the final report reads 0.
- The final clock period utilization by the worst path is 0.901.
- The number of flip-flops under the largest register name is 4.
- Among logic cells in the layout, the one with the most instances is sky130_fd_sc_hd__conb_1.
- The top register by number of flip-flops is count.
- The count of inserted antenna diode cells reads 0.
- The number of setup violations in the final report is 0.
- The sequential share of the synthesized area is 0.140.
- The H-tree depth reported by CTS is 1.
- The count of placed standard cells including taps is about 140.
- The area of the placeable core is around 0.0034 mm2.
- According to the I/O placement log, the pin count is about 130.
- The worst-skew pair later-pin latency is 0.23 ns.
- The startpoint of the lowest-slack register-to-register path is count[0].
- The mean number of vias per cell is ~2.4.
- The setup clock skew after layout reads 0.000860 ns.
- The report puts the hold buffer count at CTS at 0.
- STA puts the critical path data arrival time at 1.68 ns.
- The final hold violation count reads 0.
- Dividing total power by cell area gives a power density of 380 mW/mm2.
- The CTS tree reads yes.
- Synthesis inferred 4 register bits.
- The worst-case setup margin in the final layout is approximately 0.24 ns.
- Clock tree synthesis found a total of 4 sinks.
- The number of cells traversed by the worst register-to-register path reads 5.
- The layout overhead on the synthesized area is -18.7%.
- The global routing usage summed across all routing layers is 0.0288.
- The initial antenna violation count reads 0.
- The sum of overflow across all layers after global routing reads 0.
- The kind of path behind the tightest hold check is input pin to asynchronous set/reset pin.
- The maximum fanout along the worst path is 4.
- The post-synth area from yosys stat is 716 um2.
- The fraction of layout cells with a size suffix above 1 is 0.0538.
- The leakage component of the power reads 0.334 nW.
- The number of instances in the synthesized netlist is 88.
- After its last routability iteration, the placer logged a weighted congestion of 0.645.
- The routed via count is 334.
- The total number of warnings across the stage logs reads around 90.
- OpenSTA, run right after detailed placement, puts the worst setup slack at roughly 0.45 ns.
- The yosys cell count is 88.
- In the Yosys stats the netlist draws on 15 distinct library cells.
- The required time of the critical path is about 1.9 ns.
- The layout filler cell count reads 404.
- The via count of the first global-routing pass is 436.
- The total negative slack reads 0 ns.
- The first-pass GRT wire length is 1660 um.
[routing by layer]
| layer | vias up | share of wire | wire length (um) | track usage |
|---|---|---|---|---|
| li1 | 152 | - | - | - |
| met1 | 140 | 0.44 | 512 | 0.0387 |
| met2 | 42 | 0.43 | 498 | 0.0433 |
| met3 | 0 | 0.14 | 158 | 0.00795 |
| met4 | 0 | 0 | 0 | 0.00880 |
| met5 | - | 0 | 0 | 0 |
[final cells by class]
type                    count  share of cell area
multi-input cells          79               0.613
repair buffers              3              0.0516
flip-flops and latches      4               0.172
clock buffers               3              0.0387
well taps                  46              0.0989
inverters                   4              0.0258
[cells by family (layout without fill, tap and decap cells)]
| logic type | count (synthesis) | after routing | share of synthesized area |
|---|---|---|---|
| buffers and inverters | 68 | 10 | 0.692 |
| flip-flops | 4 | 4 | 0.140 |
| AND-OR/OR-AND | 3 | 3 | 0.0262 |
| other | 1 | 64 | 0.00524 |
| AND/OR/NAND/NOR | 9 | 9 | 0.0892 |
| adder cells (fa/ha/maj) | 2 | 2 | 0.0350 |
| XOR/XNOR | 1 | 1 | 0.0122 |
[cells in the mapped netlist]
| library cell | count | area [um2] |
|---|---|---|
| sky130_fd_sc_hd__xnor2_1 | 1 | 8.76 |
| sky130_fd_sc_hd__nand3b_1 | 1 | 7.51 |
| sky130_fd_sc_hd__inv_1 | 4 | 15.0 |
| sky130_fd_sc_hd__nor3b_2 | 1 | 12.5 |
| sky130_fd_sc_hd__nand2b_1 | 2 | 12.5 |
| sky130_fd_sc_hd__a21oi_1 | 2 | 10.0 |
| sky130_fd_sc_hd__nor3_1 | 1 | 5.00 |
| sky130_fd_sc_hd__nor3b_1 | 1 | 7.51 |
| sky130_fd_sc_hd__conb_1 | 1 | 3.75 |
| sky130_fd_sc_hd__dfrtp_1 | 4 | 100 |
| sky130_fd_sc_hd__nor2_1 | 2 | 7.51 |
| sky130_fd_sc_hd__a211o_1 | 1 | 8.76 |
| sky130_fd_sc_hd__buf_4 | 64 | 480 |
| sky130_fd_sc_hd__ha_1 | 2 | 25.0 |
| sky130_fd_sc_hd__or3_4 | 1 | 11.3 |
[worst max-delay path: stages (launching register included)]
cell and delay (ns):
sky130_fd_sc_hd__dfrtp_1 0.37, sky130_fd_sc_hd__inv_1 0.11, sky130_fd_sc_hd__ha_1 0.20, sky130_fd_sc_hd__nor3b_2 0.29, sky130_fd_sc_hd__inv_1 0.07, sky130_fd_sc_hd__clkdlybuf4s50_1 0.41
[report_power, final]
group          internal, mW  switching (mW)
Clock                0.0558          0.0249
Combinational        0.0268          0.0259
Sequential           0.0787         0.00932
Total                 0.161          0.0601
[how the worst max path moves through the flow]
stage / start / slack (ns) / end / cells past startpoint
final: count[0] / 0.24 / Busy / 5
after global routing: count[0] / 0.07 / Busy / 5
after CTS: count[0] / 0.20 / Busy / 5
Power is estimated from default activity; no workload was simulated.
